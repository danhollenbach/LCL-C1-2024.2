### ./run.sh
#!/bin/bash
# OpenROAD 26Q1-2900-gdf79404cd8, Yosys 0.63+post, stock flow scripts
make -C /OpenROAD-flow-scripts/flow DESIGN_CONFIG=/design/flow/config.mk WORK_HOME=/design/flow/orfs finish
### ./design.v
module cod4(
input d,
input e,
input f,
input g,
output [15:0] saida
);
always_comb
begin
saida = 0;
saida[{d,e,f,g}] = 1;
end
endmodule
### ./config.mk
export PLATFORM = sky130hd
export DESIGN_NAME = cod4
export DESIGN_NICKNAME = cod4
export VERILOG_FILES = /design/flow/design.v
export SDC_FILE = /design/flow/constraint.sdc
export NUM_CORES = 4
export LEC_CHECK = 1
export CORE_AREA = 10 10 70 70
export DIE_AREA = 0 0 80 80
### ./constraint.sdc
current_design cod4

set clk_period 1.0
set clk_io_pct 0.2

create_clock -name clk0 -period $clk_period

set non_clock_inputs [all_inputs -no_clocks]
set_input_delay [expr $clk_period * $clk_io_pct] -clock clk0 $non_clock_inputs
set_output_delay [expr $clk_period * $clk_io_pct] -clock clk0 [all_outputs]
==> reports/qor.csv <==
metric,value,unit
largest net degree at the start of global routing,9,
die width,80,µm
Die ar.,0.00640,mm²
hpwl dp,1.30,mm
tool warnings,38,
num sequential,0,
clk_buf instances,0,
Floorplan Utilization,10.8,%
CP required,800,ps
RSZ-0062 raised after global routing,yes,
Max Cap Violations,0,
Max-area cell share,13.5,%
total grt overflow,0,
synthesized area per cell,6.50,µm²
vias in the first global route,704,
Max-slew headroom,83.5,%
Setup crit start kind,primary input,
Yosys chip area,370,µm²
cell type with the largest total area,ha_1,
outcome,finished with violations,
post-synthesis sequential area ratio,0,%
Synth Instances,57,
top cells by area,"ha_1 14%, o21a_1 12%, o22ai_1 10%",
mean routed wirelength per cell,12.5,µm
final WL,2.00,mm
critical path peak fanout,3,
Iter 0 DRT Violations,12,
I/O pin cnt,20,
most instantiated logic cell after routing,buf_4,
die y size,80,µm
Setup-failing EPs final,16,
GRT Overall Usage,6.16,%
period utilization,158,%
post-layout util,33.1,%
Pre-Repair DR Iteration Count,4,
fillers,351,
Remaining DRCs,0,
Final Hold Viols,0,
failing checks,setup timing,
crit path DAT,1380,ps
critical path class,primary input to output pin,
VDD IR max,198,µV
setup ws final,-582,ps
PwrDens,383,mW/mm²
Worst Hold Class,primary input to output pin,
input/output buffers,20,
area growth from synthesis to layout,205,%
layout cells sized above 1,81.6,%
min Tclk post-route,1580,ps
Slew Limit Fails,0,
Vias/cell,4.06,
dpl cell area,786,µm²
most frequent cells in the layout,"22 x buf_4, 18 x buf_6, 17 x buf_2",
post-synth cell types,25,
Antenna Violating Nets Remaining,0,
WHS,919,ps
post-route cell area,0.00113,mm²
Syn. warnings,3,
Worst-Margin Slew,246,ps
num rows,21,
routability congestion estimate,0.875,
initial antenna violation count,0,
element type at the critical path end,output pin,
via count,649,
ANT cells,0,
post-synthesis cell count from yosys,57,
synthesized area,370,µm²
FF/Latch Area,0,µm²
LEAKAGE,0.000488,µW
first-pass GRT wire length,3.33,mm
Core Box Area,0.00342,mm²
hold-fix buffer count after cts,0,
f_max,0.632,GHz
Yosys cell counts (all sizes together) (2+ instances only):
| master | count |
|---|---|
| nand2 | 7 |
| nor2 | 6 |
| o21a | 6 |
| o22ai | 6 |
| buf | 4 |
| ha | 4 |
| inv | 3 |
| a211oi | 2 |
| a31oi | 2 |
| nand3b | 2 |
| nor4 | 2 |
| or2 | 2 |
critical path, stage by stage:
cell and delay (ps):
buf_8 100, buf_6 110, or3_4 390, buf_6 130, buf_4 130, nand2_4 70, buf_6 90, o22ai_2 40
buf_2 120
final cells by class:
type               count  area, µm²  share of cell area (%)
well taps             46       57.6                    5.09
multi-input cells     50        542                    48.0
repair buffers        61        509                    45.1
inverters              3       21.3                    1.88
cell families after synthesis:
group                      Yosys count  share of synthesized area [%]
adders and majority gates            4                           13.5
and+or+nand+nor                     27                           39.5
AOI/OAI and AO/OA                   19                           36.8
buffers and inverters                7                           10.1
final timing paths:
| check | start | endpoint | slack [ps] | cells after the start |
|---|---|---|---|---|
| worst max-delay path | f | saida[5] | -580 | 9 |
| worst min-delay path | e | saida[3] | 920 | 4 |
report_power, final:
| group | internal [µW] | leakage [µW] | switching, µW | total, µW |
|---|---|---|---|---|
| sequential | 0 | 0 | 0 | 0 |
| clock | 0 | 0 | 0 | 0 |
| combinational | 245 | 0.000488 | 188 | 433 |
| total | 245 | 0.000488 | 188 | 433 |
stage by stage:
stage                     power, µW  TNS, ps  std cells  worst slack (ps)
final                           433    -7750        160              -582
after global routing            464    -8580        160              -620
after CTS                       396    -7980        160              -616
after detailed placement        258   -19410        138             -1290
after global placement          255   -19370        138             -1280
after floorplan                 121    -2470         57              -247
layer usage:
layer  global-route usage [%]  vias up  part of all wire, %
li1                         -      328                    -
met1                     8.17      310                   48
met2                     11.3       11                   50
met3                    0.227        0                  1.7
met4                        0        0                    0
met5                        0        -                    0
timing repair:
action,4_1_cts,5_1_grt
endpoints found under the setup margin,16,16
cloned,0,0
gates resized,116,11
buffers inserted,23,0
pin swaps,31,13
Power is estimated from default activity; no workload was simulated.
