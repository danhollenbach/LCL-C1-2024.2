**/design/flow/config.mk**
```make
export PLATFORM = sky130hd
export DESIGN_NAME = lighter
export DESIGN_NICKNAME = lighter
export VERILOG_FILES = /design/flow/design.v
export SDC_FILE = /design/flow/constraint.sdc
export NUM_CORES = 4
export LEC_CHECK = 1
export CORE_AREA = 10 10 70 70
export DIE_AREA = 0 0 80 80
```
**/design/flow/constraint.sdc**
```tcl
current_design lighter

set clk_period 2.9
set clk_io_pct 0.2

create_clock -name clk0 -period $clk_period

set non_clock_inputs [all_inputs -no_clocks]
set_input_delay [expr $clk_period * $clk_io_pct] -clock clk0 $non_clock_inputs
set_output_delay [expr $clk_period * $clk_io_pct] -clock clk0 [all_outputs]
```
**/design/flow/design.v**
```verilog
module lighter (
input [6:0] correct,
output [6:0] leds,
output disarm
);
logic a, b, c, d, e, f, g;
integer count;
assign a = correct[0];
assign b = correct[1];
assign c = correct[2];
assign d = correct[3];
assign e = correct[4];
assign f = correct[5];
assign g = correct[6];
assign count = a + b + c + d + e + f + g;
assign disarm = a & b & c & d & e & f & g;
always_comb
case(count)
	0: leds = 7'b0000000;
	1: leds = 7'b0000001;
	2: leds = 7'b0000011;
	3: leds = 7'b0000111;
	4: leds = 7'b0001111;
	5: leds = 7'b0011111;
	6: leds = 7'b0111111;
	7: leds = 7'b1111111;
default: leds = 7'b0000000;
endcase
endmodule
```
**/design/flow/run.sh**
```bash
#!/bin/bash
# OpenROAD 26Q1-2900-gdf79404cd8, Yosys 0.63+post, stock flow scripts
make -C /OpenROAD-flow-scripts/flow DESIGN_CONFIG=/design/flow/config.mk WORK_HOME=/design/flow/orfs finish
```
==> COMMIT_EDITMSG <==
Log flow metrics for this revision

- The run finished, with violations left.
- Failing checks: negative setup slack
- YS warnings: 10
- Tracing the worst setup path back leads to its startpoint at correct[1].
* Number of antenna-violating nets in the routed design: 0
- The number of global-route vias before repair was 259.
- Iteration tally of the first detailed-router pass: 2
* Total length of routed met2 wires: 281 µm
- Number of antenna violations at the first check in global routing: 0
- The path class of the tightest hold or removal check is input pin to output pin.
- Area occupied by registers: 0 µm²
- Critical path's largest stage delay: 0.62 ns
- Summed over all nets, the half-perimeter wirelength after detailed placement is 591 µm.
* Setup repair after global routing missed its margin: true
- Dividing the detail-routed via count by the number of cells gives 2.45.
- Entering global routing, the biggest net connects 6 pins.
- Final worst slack: -0.594 ns
* Mean post-synth cell area: 8.16 µm²
- In the per-layer breakdown of the detailed-route log, met1 shows 337 µm.
- In the Yosys report the total cell count is 21.
- Sequential-to-total area share from yosys stat: 0%
- Top post-synthesis cells by area: sky130_fd_sc_hd__fa_1, sky130_fd_sc_hd__inv_1, sky130_fd_sc_hd__nor3_2, sky130_fd_sc_hd__ha_1, sky130_fd_sc_hd__nand4_1
* Count leader, synth: sky130_fd_sc_hd__inv_1
- Maximum clock frequency: 286 MHz
* Port-buffer cells: 15
- Fraction of post-synthesis cell area in the top cell type by area: 46.7%
- Summing every instance area after synthesis gives 171 µm².
* Tmin final: 3.49 ns
- Row count: 21
- The final critical path takes up 120% of the cycle.
* Area inside the core boundary: 3420 µm²
- According to the floorplan report, the die width is 80 µm.
- Critical path buffer and inverter count: 4
- The startpoint identified for the worst hold timing path is correct[3].
- Data on the critical path arrives at its endpoint at 2.91 ns.
- The routed layout has 228 vias.
- Fraction of the core area occupied by cells at floorplan: 5.02%
- Post-synthesis cell count: 21
- 15 I/O pins were placed.
- Destination of the worst hold path: disarm
- The total overflow left after global routing is 0.
- WL final: 747 µm
* Endpoints failing hold: 0
* Total tool warning count: 36
* Category of cells accounting for the largest share of critical-path delay: adder cells
* Synthesized chip area reported by yosys: 171 µm²
- 0 antenna diodes ended up in the layout.
* Max-cap violation count: 0
* Layout clock buffers: 0
* Leading area contributor after synthesis: sky130_fd_sc_hd__fa_1
- Per the gpl log, the routability congestion estimate is 0.711.
- In the final layout, the share of cells above drive strength 1 is 70.2%.
- Total power normalized to cell area comes to 374 nW/µm².
- Looking at the VDD voltage map, the peak drop is 0.0840 mV.
* Relative slew slack: 90.2%
- In the global route stage, overall resource usage came out at 2.39%.
- Setup WS pre-CTS: -1.41 ns
- The worst setup path is launched from an input pin.
- The filler cells instantiated in the layout total 392.
- Worst hold path stage count: 5
- Final-layout worst hold slack: 1.85 ns
* Number of sequential storage elements: 0
- Final sum of negative setup slack: -3.76 ns
- DIE AREA: 6400 µm²
- At the pin with the least slew margin, the transition time is 0.148 ns.
- The signal on the critical path passes through buf_8, inv_4, fa_1, fa_1, fa_2, fa_2, buf_6, o21ai_2, buf_2.
- STA classifies the critical path endpoint as an output pin.
- In the routed design, unresolved DRC markers number 0.
- Count of unique library cells instantiated by Yosys: 10
- Looking at the critical path, the highest net fanout was 5.
- 1st-iter DRT viols: 1
* Met3 wire length: 128 µm
- Final Setup Violations: 7
- Per-cell routed wire length: 8.03 µm
* Total leakage power: 0.212 nW
- Slowest CP cell: sky130_fd_sc_hd__fa_2
* List of most frequent post-synthesis cells: sky130_fd_sc_hd__inv_1, sky130_fd_sc_hd__fa_1, sky130_fd_sc_hd__nor3_2
* DR top layer: met3
- First-pass GRT wire length: 1280 µm
- Critical setup path kind: input pin to output pin
* Pins over their slew limit: 0
- Per the OpenROAD floorplan log, the height of the die is 80 µm.
- The OpenROAD report gives the critical path a required time of 2.32 ns.
- Area growth from synthesis to final layout: 176%
cell families (layout without fill, tap and decap cells):
kind of cell | Yosys count | count (layout) | synth area share [%]
AND/OR/NAND/NOR | 6 | 6 | 22.6
adder cells (fa/ha/maj) | 5 | 5 | 54.0
buffers and inverters | 8 | 34 | 17.5
AND-OR/OR-AND | 2 | 2 | 5.83
through the flow:
stage	utilization (%)	cells	power [W]	area [µm²]
after CTS	13.0	91	0.000158	445
after detailed placement	12.1	85	0.000127	414
after global routing	13.8	93	0.000198	473
after floorplan	-	21	0.0000512	184
after global placement	12.1	85	0.000123	414
final	13.8	93	0.000177	473
cells in the final DEF, fill, tap and decap left out:
master / synthesis / final
sky130_fd_sc_hd__buf_2: 0 / 8
sky130_fd_sc_hd__buf_4: 0 / 7
sky130_fd_sc_hd__buf_6: 0 / 5
sky130_fd_sc_hd__clkdlybuf4s50_1: 0 / 5
sky130_fd_sc_hd__inv_1: 8 / 4
sky130_fd_sc_hd__inv_2: 0 / 2
sky130_fd_sc_hd__nor3_2: 2 / 2
sky130_fd_sc_hd__fa_1: 4 / 2
sky130_fd_sc_hd__fa_2: 0 / 2
sky130_fd_sc_hd__inv_4: 0 / 1
sky130_fd_sc_hd__inv_8: 0 / 1
sky130_fd_sc_hd__nor2_2: 0 / 1
sky130_fd_sc_hd__a21oi_2: 0 / 1
sky130_fd_sc_hd__o21ai_2: 0 / 1
sky130_fd_sc_hd__nand2_1: 1 / 1
sky130_fd_sc_hd__nand3_2: 0 / 1
sky130_fd_sc_hd__nand4_1: 1 / 1
sky130_fd_sc_hd__ha_1: 1 / 1
sky130_fd_sc_hd__buf_8: 0 / 1
repair_timing:
| item | CTS | global route |
|---|---|---|
| gates resized | 44 | 5 |
| pin swaps | 10 | 3 |
| setup endpoints to repair | 7 | 7 |
| hold buffers | 0 | 0 |
| setup buffers | 6 | 3 |
report_power, final:
part           switching [W]  leakage, nW  internal (W)
logic              0.0000675        0.212      0.000109
registers                  0            0             0
clock network              0            0             0
how the worst max path moves through the flow:
stage                     end  slack [ns]  depth (start not counted)
after CTS             leds[2]       -0.63                          9
final                 leds[2]       -0.59                          9
after global routing  leds[0]       -0.69                          9
layout make-up:
| cell class | instances | area, µm² | area share [%] |
|---|---|---|---|
| repair buffers | 26 | 214 | 45.2 |
| multi-input cells | 13 | 161 | 34.1 |
| inverters | 8 | 40.0 | 8.47 |
| well taps | 46 | 57.6 | 12.2 |
metal layers:
layer,up-vias,GRT usage (%)
met5,-,0
met4,0,0
met3,0,1.25
met2,12,3.13
met1,102,3.54
li1,114,-
No activity file was given, so power comes from the tool's default toggle rates.
