## flow/run.sh

```bash
#!/bin/bash
# OpenROAD 26Q1-2900-gdf79404cd8, Yosys 0.63+post, stock flow scripts
make -C /OpenROAD-flow-scripts/flow DESIGN_CONFIG=/design/flow/config.mk WORK_HOME=/design/flow/orfs finish
```

## flow/config.mk

```make
export PLATFORM = sky130hd
export DESIGN_NAME = semaforo
export DESIGN_NICKNAME = semaforo
export VERILOG_FILES = /design/flow/design.v
export SDC_FILE = /design/flow/constraint.sdc
export NUM_CORES = 4
export LEC_CHECK = 1
export CORE_AREA = 10 10 75 75
export DIE_AREA = 0 0 85 85
```

## flow/constraint.sdc

```tcl
current_design semaforo

set clk_period 2.2
set clk_io_pct 0.2

create_clock -name clk0 -period $clk_period [get_ports {clk}]

set non_clock_inputs [all_inputs -no_clocks]
set_input_delay [expr $clk_period * $clk_io_pct] -clock clk0 $non_clock_inputs
set_output_delay [expr $clk_period * $clk_io_pct] -clock clk0 [all_outputs]
```

## flow/design.v

```verilog
module semaforo(
input a, clk, rst,
output gc, rc, yc, gp, rp
);
typedef enum logic [4:0] {APAGA_TODAS, ESTADO_11, ESTADO_12, ESTADO_13, ESTADO_14, ESTADO_15, ESTADO_16, ESTADO_2, ESTADO_31,
ESTADO_32, ESTADO_33, ESTADO_34, ESTADO_41, ESTADO_42, ESTADO_43, ESTADO_44, ESTADO_45, ESTADO_5A, ESTADO_5B} statetype;
statetype state, next;
always_ff @(posedge clk or posedge rst)
begin
	if (rst) state <= APAGA_TODAS;
	else state <= next;
end
always_comb
	case(state)
		APAGA_TODAS:	if (a) next = ESTADO_5A;
							else next = ESTADO_11;
		ESTADO_11:		if (a) next = ESTADO_5A;
							else next = ESTADO_12;
		ESTADO_12:		if (a) next = ESTADO_5A;
							else next = ESTADO_13;
		ESTADO_13:		if (a) next = ESTADO_5A;
							else next = ESTADO_14;
		ESTADO_14:		if (a) next = ESTADO_5A;
							else next = ESTADO_15;
		ESTADO_15:		if (a) next = ESTADO_5A;
							else next = ESTADO_16;
		ESTADO_16:		if (a) next = ESTADO_5A;
							else next = ESTADO_2;
		ESTADO_2:		if (a) next = ESTADO_5A;
							else next = ESTADO_31;	
		ESTADO_31:		if (a) next = ESTADO_5A;
							else next = ESTADO_32;
		ESTADO_32:		if (a) next = ESTADO_5A;
							else next = ESTADO_33;
		ESTADO_33:		if (a) next = ESTADO_5A;
							else next = ESTADO_34;
		ESTADO_34:		if (a) next = ESTADO_5A;
							else next = ESTADO_41;
		ESTADO_41:		if (a) next = ESTADO_5A;
							else next = ESTADO_42;
		ESTADO_42:		if (a) next = ESTADO_5A;
							else next = ESTADO_43;
		ESTADO_43:		if (a) next = ESTADO_5A;
							else next = ESTADO_44;
		ESTADO_44:		if (a) next = ESTADO_5A;
							else next = ESTADO_45;
		ESTADO_45:		if (a) next = ESTADO_5A;
							else next = ESTADO_11;
		ESTADO_5A:		if (a) next = ESTADO_5B;
							else next = ESTADO_11;
		ESTADO_5B:		if (a) next = ESTADO_5A;
							else next = ESTADO_11;
		default: next = APAGA_TODAS;
	endcase
always_comb
	case(state)
		APAGA_TODAS:	begin
								gc = 0;
								yc = 0;
								rc = 0;
								gp = 0;
								rp = 0;
							end
		ESTADO_11:		begin
								gc = 1;
								yc = 0;
								rc = 0;
								gp = 0;
								rp = 1;
							end
		ESTADO_12:		begin
								gc = 1;
								yc = 0;
								rc = 0;
								gp = 0;
								rp = 1;
							end
		ESTADO_13:		begin
								gc = 1;
								yc = 0;
								rc = 0;
								gp = 0;
								rp = 1;
							end
		ESTADO_14:		begin
								gc = 1;
								yc = 0;
								rc = 0;
								gp = 0;
								rp = 1;
							end
		ESTADO_15:		begin
								gc = 1;
								yc = 0;
								rc = 0;
								gp = 0;
								rp = 1;
							end
		ESTADO_16:		begin
								gc = 1;
								yc = 0;
								rc = 0;
								gp = 0;
								rp = 1;
							end
		ESTADO_2:		begin
								gc = 0;
								yc = 1;
								rc = 0;
								gp = 0;
								rp = 1;
							end	
		ESTADO_31:		begin
								gc = 0;
								yc = 0;
								rc = 1;
								gp = 1;
								rp = 0;
							end
		ESTADO_32:		begin
								gc = 0;
								yc = 0;
								rc = 1;
								gp = 1;
								rp = 0;
							end
		ESTADO_33:		begin
								gc = 0;
								yc = 0;
								rc = 1;
								gp = 1;
								rp = 0;
							end
		ESTADO_34:		begin
								gc = 0;
								yc = 0;
								rc = 1;
								gp = 1;
								rp = 0;
							end
		ESTADO_41:		begin
								gc = 0;
								yc = 0;
								rc = 1;
								gp = 0;
								rp = 1;
							end
		ESTADO_42:		begin
								gc = 0;
								yc = 0;
								rc = 1;
								gp = 0;
								rp = 0;
							end
		ESTADO_43:		begin
								gc = 0;
								yc = 0;
								rc = 1;
								gp = 0;
								rp = 1;
							end
		ESTADO_44:		begin
								gc = 0;
								yc = 0;
								rc = 1;
								gp = 0;
								rp = 0;
							end
		ESTADO_45:		begin
								gc = 0;
								yc = 0;
								rc = 1;
								gp = 0;
								rp = 1;
							end
		ESTADO_5A:		begin
								gc = 0;
								yc = 1;
								rc = 0;
								gp = 0;
								rp = 0;
							end
		ESTADO_5B:		begin
								gc = 0;
								yc = 0;
								rc = 0;
								gp = 0;
								rp = 0;
							end
		default:			begin
								gc = 0;
								yc = 0;
								rc = 0;
								gp = 0;
								rp = 0;
							end
	endcase
endmodule
```

==> reports/metrics.cfg <==
[synthesis]
flop_cell=dfrtp_1
ys_top_cells_by_area=dfrtp_1, o32ai_1, xnor2_1, buf_2, nor3_1
yosys_area_um2=355.3
ys_seq_share_pct=35.21
syn_area_um2=355.3
largest_area_cell=dfrtp_1
synth_area_per_cell_um2=8.667
ys_cells=41
ys_types=23
syn_inst=41
async_flop_share_pct=100.0
ys_seq_elements=5
synth_warnings=101
top_cell=dfrtp_1
edf_count=0
top_cell_area_share_pct=35.21

[hold_path]
min_path_type=in2async

[clocking]
cts_max_level=1
clock-sinks=5
root_buffer=clkbuf_8
clkSlewWorstSetupHoldPaths_ns=0.04
clock_latency_ns=0.22
post_cts_buffers=0
cts_tree=yes
clk_path_buf_depth=2
cts_buffers=3

[worst_setup_path]
r2r_start=state[1]$_DFF_PP0_
cp_data_arrival_time_ns=1.63
critical-path-top-delay-family=buffers and inverters
worstReg2RegEnd=state[4]$_DFF_PP0_
path_class=reg2out
worst-path-buf-inv=1
crit_cells=4
cp-endpoint=rp
worst_r2r_path_depth=3
critPathMaxFanout=8
critPathCaptureType=output pin
cpPeakStageDelay_ns=0.52
worstPathRequired_ns=1.76
cp-start-kind=flip-flop
crit_path_cell_trace=and2b_1 > a21oi_1 > o32ai_1 > clkdlybuf4s50_1
critPathLaunch=state[1]$_DFF_PP0_
crit_path_top_delay_cell=clkdlybuf4s50_1
worst-r2r-setup-slack_ns=1.17

[drt]
drcViolationCount=0
diodes=0
dr.pass1.iters=4
antenna_left=0
routedWlPerCell_um=8.768
routed_via_density=3.182
drt-total-wl_um=868
vias=315
drtIter0Drc=63

[place]
dp.cells=95
dp_hpwl_um=649.6
routabilityCongestion=0.7757
place_ws_ns=0.2303
portBuffers=7
place_area_um2=469.2

[final_timing]
timing.final.crit_period_ns=2.074
fin_hold_ws_ns=0.4271
drv_slew=0
clock.fmax_mhz=482.2
tightest_slew_ns=0.2795
fin_crit_sh_pct=94.27
hold_violations=0
slew_headroom_pct=81.37
finalSetupTns_ns=0
setup_viol=0
setup_slack_ns=0.1261
grt_setup_unrepaired=false
finalClockSkew_ns=0.002173

[pwr]
p_leak_nw=0.1960
power_mw=0.6318
irDropWorstVdd_v=0.0002479
p_per_area_nw_per_um2=1208

[final_layout]
layout.cells.non_filler=99
n_fill_cell=447
largest_register_ffs=5
final_core_util_pct=12.89
finalInstanceArea_um2=523.0
top_register=state
drive_gt1_share_pct=20.41
reg_top3=state x5
area_delta_synth_final_pct=47.18

[die]
die_w_um=85
rows=23
die_area_um2=7225
ios=8
fp.dieH_um=85
core_um2=4058
initCoreUtil_pct=8.757

[grt]
first_global_vias=328
grt_first_pass_wirelength_um=1476
grt.total_usage_pct=2.298
grt_max_degree=13
antenna_found_initial=0
overflow=0

[status]
status=finished, final reports clean

[job]
max_cap_violations=0
warning_count=25

==> cell families (layout without fill, tap and decap cells) <==
| group | count (synthesis) | count (layout) | synth area share, % |
|---|---|---|---|
| AOI/OAI and AO/OA | 10 | 10 | 20.77 |
| xor gates and xnor gates | 3 | 3 | 7.396 |
| buffers and inverters | 5 | 13 | 8.448 |
| DFF | 5 | 5 | 35.21 |
| and+or+nand+nor | 18 | 18 | 28.17 |
==> cell type report <==
class,instances,area (µm²),share of cell area (%)
clock buffer,4,45.04,8.612
inverter,1,3.754,0.7177
sequential,5,128.9,24.64
multi-input combinational,31,202.7,38.76
tap,50,62.56,11.96
timing repair buffer,8,80.08,15.31
==> report_power, final <==
| part | leakage (nW) | internal (mW) | switching [mW] | total [mW] |
|---|---|---|---|---|
| clock | 0.0228 | 0.124 | 0.0431 | 0.167 |
| sequential | 0.0592 | 0.124 | 0.0558 | 0.180 |
| combinational | 0.114 | 0.180 | 0.105 | 0.284 |
| total | 0.196 | 0.428 | 0.203 | 0.632 |
==> worst min path at each step <==
stage                 slack, ns  from                  to
after CTS                  0.44   rst  state[4]$_DFF_PP0_
after global routing       0.46   rst  state[0]$_DFF_PP0_
final                      0.43   rst  state[0]$_DFF_PP0_
==> repair_timing <==
item | 4_1_cts | 5_1_grt
gates resized | 1 | 4
endpoints found under the setup margin | 1 | 4
hold buffers | 0 | 0
==> layout by cell type (no fill, tap or decap), drive strengths merged <==
cell type      n
o2bb2ai        1
nor2b          2
buf            1
a21oi          1
and2           1
nor2           3
o22ai          1
inv            1
o32ai          2
o21ai          3
dfrtp          5
nand3b         1
and2b          1
xnor2          2
and3b          1
clkdlybuf4s50  6
nand2          3
a31oi          1
nor3           3
nand3          1
a2111oi        1
nand2b         2
clkbuf         4
xor2           1
dlymetal6s2s   1
==> metal layers <==
metal,track usage [%],up-vias,wire length (µm)
met4,1.347,0,41
li1,-,160,-
met5,0,-,0
met2,3.815,6,461
met1,2.762,147,343
met3,0.2890,2,21
Power and IR drop assume default switching activity.
